===== /design/flow/run.sh =====
#!/bin/bash
# OpenROAD 26Q1-2900-gdf79404cd8, Yosys 0.63+post, stock flow scripts
make -C /OpenROAD-flow-scripts/flow DESIGN_CONFIG=/design/flow/config.mk WORK_HOME=/design/flow/orfs finish

===== /design/flow/config.mk =====
export PLATFORM = sky130hd
export DESIGN_NAME = SME
export DESIGN_NICKNAME = SME
export VERILOG_FILES = /design/flow/design.v
export SDC_FILE = /design/flow/constraint.sdc
export NUM_CORES = 4
export LEC_CHECK = 1
export CORE_UTILIZATION = 30

===== /design/flow/constraint.sdc =====
current_design SME

set clk_period 8.5
set clk_io_pct 0.2

create_clock -name clk0 -period $clk_period [get_ports {clk}]

set non_clock_inputs [all_inputs -no_clocks]
set_input_delay [expr $clk_period * $clk_io_pct] -clock clk0 $non_clock_inputs
set_output_delay [expr $clk_period * $clk_io_pct] -clock clk0 [all_outputs]

===== /design/flow/design.v =====
module SME(clk,reset,chardata,isstring,ispattern,valid,match,match_index);
  input clk;
  input reset;
  input [7:0] chardata;
  input isstring;
  input ispattern;
  output match;
  output [4:0] match_index;
  output valid;
  reg match;
  reg [4:0] match_index;
  reg valid;
  reg [7:0] string_data [31:0];
  reg [5:0] string_length;
  reg [7:0] pattern_data [7:0];
  reg [4:0] pattern_length;
  reg [1:0] state;
  reg [5:0] string_counter,pattern_counter;
	reg back_chance;
	reg direction; 
  parameter DATA_READ 	= 0;
  parameter FIND_HEAD		= 1;
  parameter CHECK_DATA  = 2;
  parameter DATA_OUT    = 3;
  always@(*) valid <= (state == DATA_OUT); 
  integer i;
  always @(posedge clk or posedge reset) begin
    if(reset)begin
      state <=  DATA_READ;
      string_length <= 0;
      pattern_length <= 0;
      match_index <= 0;
						match <= 0;
			back_chance <= 0;
    end
    else begin
      case(state) 
        DATA_READ:begin
          if(isstring)begin
            string_length <= string_length + 1;
            string_data[string_length] <= chardata;
						pattern_length <= 0;
          end
          else if(ispattern)begin
            pattern_length <= pattern_length + 1;
            pattern_data[pattern_length] <= chardata;
          end 
          else begin
            state <= FIND_HEAD; 
          end
        end
        FIND_HEAD:begin
					if( (match_index+pattern_length-1) > string_length )begin
						state <= DATA_OUT;
						match <= 0;
					end 
					else if( (string_data[match_index] == pattern_data[0])
							||(string_data[match_index] == " " && pattern_data[0]=="^")
								||(pattern_data[0] == ".")
						)begin
						state <= CHECK_DATA;
						string_counter <= match_index+1;
						pattern_counter <= 1;
						match <= 1 ;
						if(pattern_data[0]=="^") match_index <= match_index + 1;
					end
					else if((pattern_data[0]=="^" && match_index == 0))begin
						state <= CHECK_DATA;
						string_counter <= 0;
						pattern_counter <= 1;
						match <= 1 ;
					end
					else if( pattern_data[0]=="*" )begin
						state <= CHECK_DATA;
						string_counter <= 1;
						pattern_counter <= 0;
						match <= 1 ;
					end
					else begin
						match_index <= match_index + 1;
						back_chance <= 0;
						match <= 0;
					end
					direction <= 0; 
				end
        CHECK_DATA:begin
					if(direction==0)begin	 
						if(pattern_counter >= pattern_length )begin  
							state <= DATA_OUT; 
							match <= 1;
						end
						else if(string_counter >= string_length)begin  
							if(pattern_data[pattern_counter] == "$")begin
								state <= DATA_OUT;
								match <= 1;
							end
							else begin
								state <= FIND_HEAD;
								match_index <= match_index + 1;
							end
						end
						else begin
							if(pattern_data[pattern_counter] == "*")begin
								if( pattern_data[pattern_counter+1] == string_data[string_counter])begin
									pattern_counter <= pattern_counter + 1;
								end
								else begin
									string_counter <= string_counter + 1;
								end
								back_chance <= 1;
							end
							else if( string_data[string_counter] == pattern_data[pattern_counter]
								 			||	(	 string_data[string_counter] == " " && pattern_data[pattern_counter] == "$")
												|| pattern_data[pattern_counter] == "."
								)begin
								string_counter <= string_counter + 1;
								pattern_counter <= pattern_counter + 1;
							end
							else begin
								if(back_chance)begin
									direction <= 1;
									back_chance <= 0;
								end
								else begin 
									state <= FIND_HEAD;
									match_index <= match_index + 1;
								end
							end
						end
					end
					else begin  
						if(pattern_data[pattern_counter] == "*" || pattern_counter==0)begin
							string_counter <= string_counter + 2;
							direction <= 0;
						end
						else begin
							pattern_counter <= pattern_counter - 1;
							string_counter <= string_counter - 1;
						end
					end
        end
        DATA_OUT:begin
					match <= 0;
					back_chance <= 0;
					match_index <= 0;
          if(isstring)begin
            string_length <= 1;
            string_data[0] <= chardata;
						pattern_length <= 0;
          end
          else if(ispattern)begin
            pattern_length <= 1;
            pattern_data[0] <= chardata;
          end 
          state <= DATA_READ;
        end
        default begin
          state <= DATA_READ;
        end
      endcase
    end
  end
endmodule

==> flow_summary.yaml <==
# generated from flow reports
synth:
  top_logic_kind: "AND-OR/OR-AND gates"
  synthAdderAreaFrac_pct: 4.08
  ys_sh_xor_pct: 1.71
  async_flop_share_pct: 6.20
  synth_warnings: 3
  syn_avg_cell_area_um2: 11.8
  synth_area_um2: 19500
  edf_count: 333
  ys_cells: 1649
  synth_top_cell_by_count: "edfxtp_1"
  mux_share_pct: 5.60
  yosys.area_share.simple_pct: 13.6
  numSynthFlops: 355
  ys_seq_share_pct: 54.1
  syn_inst: 1649
  ys_types: 88
  aoi_share_pct: 17.2
  yosys_most_used_dff: "edfxtp_1"
  largest_area_cell: "edfxtp_1"
  yosys.area.top_type_share_pct: 51.3
  common_cells: "333 x edfxtp_1, 96 x nand2_1, 82 x nor2_1"
  topCellsByArea: "edfxtp_1 51%, ha_1 4.0%, dfrtp_1 2.7%"
  yosys_area_um2: 19500
detailed_routing:
  wl_per_cell_um: 35.5
  top_layer: "met4"
  vias_per_cell: 6.13
  routed_wl_um: 91600
  num_vias: 15786
  route.met3.wl_um: 12800
  drtIter0Drc: 1821
  dr_wl_met2_um: 37600
  wl_met1_um: 36600
  firstDrtPassIters: 8
  drc: 0
  antenna_left: 0
global_route:
  antenna_found_initial: 2
  grt_max_degree: 92
  grt_pass1_vias: 15751
  grt.overflow.total: 0
  track_usage_pct: 29.0
  grt_pass1_wl_um: 127000
pwr:
  p_int_mw: 3.83
  switching_share_pct: 37.4
  powerDensity_nw_per_um2: 273
  power.share.clock_pct: 30.8
  vdd_drop_max_uv: 186
  seqPwrFrac_pct: 33.4
  power.leakage_nw: 7.66
  combPwrFrac_pct: 35.7
  p_sw_mw: 2.29
run:
  cap_violations: 0
  warnings: 50
placement:
  routabilityCongestion: 1.13
  port_buffers: 18
  place_inst: 2500
  hpwl_um: 67100
worst_setup_path:
  arrival_ns: 5.79
  critPathKind: "flip-flop to flip-flop"
  path_max_fanout: 41
  setup.worst_path.start_class: "flip-flop"
  crit_path_end_kind: "flip-flop"
  required_ns: 8.70
clock_network:
  post_cts_buffers: 0
  htreeDepth: 2
  cts_hold_buf: 0
  post_cts_resized: 0
  root_buffer: "clkbuf_16"
  cts_buffers: 41
  cts_buffer_depth: 3
  cts_tree: "built"
  cts.sinks: 355
  clkLatencyLatePin_ns: 0.57
  clkTransAtPathRegs_ns: 0.06
final_timing:
  max_freq_mhz: 179
  rsz0062_at_grt: "no"
  hold_violations: 0
  post-route-period-util_pct: 65.7
  maxSlewHeadroom_pct: 32.2
  min_period_ns: 5.59
  finalMaxSlewViolations: 0
  hold_ws_ns: 0.493
  finalSetupTns_ns: 0
  setup_viol: 0
  worst_pin_slew_ns: 1.00
  finalClockSkew_ns: 0.0167
cells_and_area:
  syn_to_final_growth_pct: 14.8
  final_util_pct: 34.8
  finalNonFillerCells: 2577
  drive_above_1_share_pct: 14.1
die:
  io_pins: 19
  fp.dieH_um: 257
  fp_util_pct: 30.3
  die-width_um: 257
  dieArea_um2: 66000
  num_rows: 93
  core_area_um2: 64300
hold_path:
  hold_path_class: "flip-flop to flip-flop"
run_status:
  status: "finished, final reports clean"
cell families after synthesis:
group | after synthesis
xor gates and xnor gates | 38
adders and majority gates | 63
AOI/OAI and AO/OA | 448
DFF | 355
and+or+nand+nor | 477
buffers and inverters | 170
muxes | 98
area by class of cell:
| class | instances | area (um2) |
|---|---|---|
| Multi-Input combinational cell | 1124 | 8250 |
| Clock buffer | 51 | 1120 |
| Fill cell | 6170 | 42000 |
| Inverter | 55 | 206 |
| Clock inverter | 25 | 317 |
| Antenna cell | 1 | 2.50 |
| Sequential cell | 355 | 10600 |
| Timing Repair Buffer | 111 | 875 |
| Tap cell | 855 | 1070 |
state kept, by name (all words and copies together) (netlist names):
| signal | cells |
|---|---|
| pattern_counter | 6 |
| pattern_data | 64 |
| back_chance | 1 |
| match | 1 |
| string_length | 6 |
| state | 4 |
| match_index | 5 |
| direction | 1 |
| string_counter | 6 |
| pattern_length | 5 |
| string_data | 256 |
power groups by stage:
stage / registers [mW] / logic, mW / clock network (mW)
5_1_grt: 2.05 / 2.27 / 1.98
4_1_cts: 2.04 / 2.11 / 1.91
6_report: 2.05 / 2.19 / 1.89
metrics by stage:
| step | instance area (um2) | power [mW] | worst slack [ns] |
|---|---|---|---|
| global route | 22400 | 6.30 | 2.67 |
| finish | 22400 | 6.12 | 2.91 |
| global placement | 20900 | 4.19 | 3.02 |
| CTS | 22400 | 6.07 | 3.10 |
| floorplan | 19500 | 3.29 | 4.13 |
| detailed placement | 21000 | 4.18 | 3.13 |
routing by layer:
metal	vias to the layer above	global-route usage, %
li1	6628	-
met2	1127	38.8
met1	7837	40.8
met4	0	11.4
met3	194	15.2
met5	-	0
worst max-delay path, cell delays in order (launching register included):
cell and delay (ns):
dfrtp_2 0.65, buf_4 0.54, inv_1 0.37, ha_1 0.47
a222oi_1 0.64, nand4_1 0.19, a2111oi_0 0.52, buf_4 0.23
nand3_1 0.14, xnor2_1 0.17, nand4_1 0.18, o211ai_1 0.34
a21oi_1 0.14, nor3_1 0.58
cells in the final DEF (no fill, tap or decap), types with 49 or more instances in the layout:
master | synthesis | routed
edfxtp_1 | 333 | 333
ha_1 | 62 | 61
mux2i_1 | 51 | 51
a22oi_1 | 49 | 49
a21oi_1 | 61 | 61
buf_4 | 10 | 91
o21ai_0 | 51 | 51
nand3_1 | 54 | 54
nor2_1 | 82 | 81
inv_1 | 52 | 52
nand2_1 | 96 | 96
final timing paths:
| path | startpoint | slack (ns) | to | depth (start not counted) |
|---|---|---|---|---|
| setup reg to reg | match_index[4]$_DFFE_PP0P_ | 2.91 | string_counter[5]$_DFFE_PP_ | 13 |
| setup / recovery | match_index[4]$_DFFE_PP0P_ | 2.91 | string_counter[5]$_DFFE_PP_ | 13 |
| hold reg to reg | pattern_length[4]$_DFFE_PP0P_ | 0.49 | pattern_length[4]$_DFFE_PP0P_ | 1 |
| min in group asynchronous | reset | 1.72 | pattern_length[3]$_DFFE_PP0P_ | 3 |
| max in group asynchronous | reset | 6.50 | state[0]$_DFF_PP1_ | 3 |
| hold / removal | pattern_length[4]$_DFFE_PP0P_ | 0.49 | pattern_length[4]$_DFFE_PP0P_ | 1 |
Power is estimated from default activity; no workload was simulated.
